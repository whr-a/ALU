### design/flow/design.v
module adder(X,Y,Cin,F,Cout);
  input X,Y,Cin;
  output F,Cout;
  assign F = X ^ Y ^ Cin;
  assign Cout = (X ^ Y) & Cin | X & Y;
endmodule
module CLA(c0,c1,c2,c3,c4,p1,p2,p3,p4,g1,g2,g3,g4);
     input c0,g1,g2,g3,g4,p1,p2,p3,p4;
     output c1,c2,c3,c4;
     assign c1 = g1 ^ (p1 & c0),
            c2 = g2 ^ (p2 & g1) ^ (p2 & p1 & c0),
            c3 = g3 ^ (p3 & g2) ^ (p3 & p2 & g1) ^ (p3 & p2 & p1 & c0),
            c4 = g4^(p4&g3)^(p4&p3&g2)^(p4&p3&p2&g1)^(p4&p3&p2&p1&c0);
endmodule
module adder_4(x,y,c0,c4,F,Gm,Pm);
      input [4:1] x;
      input [4:1] y;
      input c0;
      output c4,Gm,Pm;
      output [4:1] F;
      wire p1,p2,p3,p4,g1,g2,g3,g4;
      wire c1,c2,c3;
      adder adder1(
                 .X(x[1]),
                     .Y(y[1]),
                     .Cin(c0),
                     .F(F[1]),
                     .Cout()
                );
      adder adder2(
                 .X(x[2]),
                     .Y(y[2]),
                     .Cin(c1),
                     .F(F[2]),
                     .Cout()
                );  
      adder adder3(
                 .X(x[3]),
                     .Y(y[3]),
                     .Cin(c2),
                     .F(F[3]),
                     .Cout()
                );
      adder adder4(
                 .X(x[4]),
                     .Y(y[4]),
                     .Cin(c3),
                     .F(F[4]),
                     .Cout()
                );      
        CLA CLA(
            .c0(c0),
            .c1(c1),
            .c2(c2),
            .c3(c3),
            .c4(c4),
            .p1(p1),
            .p2(p2),
            .p3(p3),
            .p4(p4),
            .g1(g1),
            .g2(g2),
            .g3(g3),
            .g4(g4)
        );
  assign   p1 = x[1] ^ y[1],      
           p2 = x[2] ^ y[2],
           p3 = x[3] ^ y[3],
           p4 = x[4] ^ y[4];
  assign   g1 = x[1] & y[1],
           g2 = x[2] & y[2],
           g3 = x[3] & y[3],
           g4 = x[4] & y[4];
  assign Pm = p1 & p2 & p3 & p4,
         Gm = g4 ^ (p4 & g3) ^ (p4 & p3 & g2) ^ (p4 & p3 & p2 & g1);
endmodule
module CLA_16(A,B,c0,S,px,gx);
    input [16:1] A;
    input [16:1] B;
    input c0;
    output gx,px;
    output [16:1] S;
    wire c4,c8,c12;
    wire Pm1,Gm1,Pm2,Gm2,Pm3,Gm3,Pm4,Gm4;
    adder_4 adder1(
         .x(A[4:1]),
          .y(B[4:1]),
          .c0(c0),
          .c4(),
          .F(S[4:1]),
          .Gm(Gm1),
          .Pm(Pm1)
    );
    adder_4 adder2(
         .x(A[8:5]),
          .y(B[8:5]),
          .c0(c4),
          .c4(),
          .F(S[8:5]),
          .Gm(Gm2),
          .Pm(Pm2)
    );
    adder_4 adder3(
         .x(A[12:9]),
          .y(B[12:9]),
          .c0(c8),
          .c4(),
          .F(S[12:9]),
          .Gm(Gm3),
          .Pm(Pm3)
    );
    adder_4 adder4(
         .x(A[16:13]),
          .y(B[16:13]),
          .c0(c12),
          .c4(),
          .F(S[16:13]),
          .Gm(Gm4),
          .Pm(Pm4)
    );
    assign   c4 = Gm1 ^ (Pm1 & c0),
             c8 = Gm2 ^ (Pm2 & Gm1) ^ (Pm2 & Pm1 & c0),
             c12 = Gm3 ^ (Pm3 & Gm2) ^ (Pm3 & Pm2 & Gm1) ^ (Pm3 & Pm2 & Pm1 & c0);
    assign  px = Pm1 & Pm2 & Pm3 & Pm4,
            gx = Gm4 ^ (Pm4 & Gm3) ^ (Pm4 & Pm3 & Gm2) ^ (Pm4 & Pm3 & Pm2 & Gm1);
endmodule
module adder32(A,B,S,C32);
     input [32:1] A;
     input [32:1] B;
     output [32:1] S;
     output C32;
     wire px1,gx1,px2,gx2;
     wire c16;
  CLA_16 CLA1(
      .A(A[16:1]),
        .B(B[16:1]),
        .c0(0),
        .S(S[16:1]),
        .px(px1),
        .gx(gx1)
    );
  CLA_16 CLA2(
        .A(A[32:17]),
          .B(B[32:17]),
          .c0(c16),
          .S(S[32:17]),
          .px(px2),
          .gx(gx2)
    );
  assign c16 = gx1 ^ (px1 && 0),  
         C32 = gx2 ^ (px2 && c16);
endmodule
module Add(
	input [32:1] a,
	input [32:1] b,
	output reg [32:1] sum
);
	wire [32:1] answer;
	adder32 adder_inst(.A(a),.B(b),.S(answer),.C32());
	always @* begin
		sum = answer;
	end
endmodule
### design/flow/run.sh
#!/bin/bash
# OpenROAD 26Q1-2900-gdf79404cd8, Yosys 0.63+post, stock flow scripts
make -C /OpenROAD-flow-scripts/flow DESIGN_CONFIG=/design/flow/config.mk WORK_HOME=/design/flow/orfs finish
### design/flow/config.mk
export PLATFORM = sky130hd
export DESIGN_NAME = Add
export DESIGN_NICKNAME = Add
export VERILOG_FILES = /design/flow/design.v
export SDC_FILE = /design/flow/constraint.sdc
export NUM_CORES = 4
export LEC_CHECK = 1
export CORE_AREA = 10 10 110 110
export DIE_AREA = 0 0 120 120
### design/flow/constraint.sdc
current_design Add

set clk_period 14.1
set clk_io_pct 0.2

create_clock -name clk0 -period $clk_period

set non_clock_inputs [all_inputs -no_clocks]
set_input_delay [expr $clk_period * $clk_io_pct] -clock clk0 $non_clock_inputs
set_output_delay [expr $clk_period * $clk_io_pct] -clock clk0 [all_outputs]
==> metrics.txt <==
# HELP chip_impl_metric Synthesis and place-and-route metrics
# TYPE chip_impl_metric gauge
chip_impl_metric{name="drc",unit=""} 0
chip_impl_info{name="critPathLaunch",value="a[2]"} 1
chip_impl_info{name="hold_path.startpoint",value="b[1]"} 1
chip_impl_metric{name="placement.io_buffers",unit=""} 96
chip_impl_metric{name="num_rows",unit=""} 36
chip_impl_metric{name="unique_masters_post_synth",unit=""} 60
chip_impl_metric{name="drt-initial-drc-count",unit=""} 48
chip_impl_metric{name="fillCellCount",unit=""} 1023
chip_impl_metric{name="detail_route.vias_per_cell",unit=""} 4.44
chip_impl_metric{name="syn-cell-area",unit="sq um"} 2480
chip_impl_info{name="critPathCaptureType",value="output pin"} 1
chip_impl_metric{name="ff_latch_area",unit="sq um"} 0
chip_impl_info{name="rsz0062_at_grt",value="false"} 1
chip_impl_info{name="cp_slowest_cell",value="sky130_fd_sc_hd__mux4_2"} 1
chip_impl_info{name="min-delay-path-class",value="primary input to output pin"} 1
chip_impl_metric{name="warnings",unit=""} 32
chip_impl_metric{name="timing_hold_violations_final",unit=""} 0
chip_impl_metric{name="postSynthAreaPerCell",unit="sq um"} 7.79
chip_impl_metric{name="post_cts_hold_buffer_count",unit=""} 0
chip_impl_metric{name="drive_gt1_frac",unit=""} 0.0658
chip_impl_metric{name="report.final.setup_viol",unit=""} 0
chip_impl_metric{name="grt_start_max_net_pins",unit=""} 11
chip_impl_metric{name="design_area",unit="sq um"} 3360
chip_impl_metric{name="detail_route.wl_per_cell",unit="um"} 12.1
chip_impl_metric{name="grt.total_usage",unit=""} 0.0828
chip_impl_metric{name="final_report_max_slew_violation_count",unit=""} 0
chip_impl_metric{name="switchingPower",unit="uW"} 57.5
chip_impl_metric{name="route.antenna.remaining_nets",unit=""} 0
chip_impl_info{name="critPathKind",value="primary input to output pin"} 1
chip_impl_metric{name="grtUsageMet1",unit=""} 0.123
chip_impl_info{name="synth_top_cell_by_area",value="sky130_fd_sc_hd__ha_1"} 1
chip_impl_metric{name="grt_pass1_wl",unit="um"} 10300
chip_impl_metric{name="drt_pass1_iterations",unit=""} 4
chip_impl_metric{name="numSequentialCells",unit=""} 0
chip_impl_metric{name="area_growth_syn_to_layout",unit="%"} 35.1
chip_impl_metric{name="power.share.switching",unit=""} 0.385
chip_impl_metric{name="layout.clock_buffers",unit=""} 0
chip_impl_metric{name="vias",unit=""} 2276
chip_impl_metric{name="least_margin_pin_slew",unit="ps"} 411
chip_impl_metric{name="route.final.wire_length",unit="um"} 6210
chip_impl_metric{name="max-cap-violations",unit=""} 0
chip_impl_metric{name="peakVddDrop",unit="mV"} 0.0190
chip_impl_metric{name="cp_num_cells",unit=""} 15
chip_impl_metric{name="aggregate_global_routing_overflow",unit=""} 0
chip_impl_metric{name="seq_power_share",unit=""} 0
chip_impl_metric{name="global_route.usage.met2",unit=""} 0.125
chip_impl_info{name="synthTopCellsByArea",value="sky130_fd_sc_hd__ha_1, sky130_fd_sc_hd__xnor2_1, sky130_fd_sc_hd__buf_4, sky130_fd_sc_hd__fa_1, sky130_fd_sc_hd__xor2_1"} 1
chip_impl_metric{name="die_width",unit="um"} 120
chip_impl_metric{name="critPathBufInv",unit=""} 2
chip_impl_metric{name="boundaryPins",unit=""} 96
chip_impl_metric{name="maximum_achievable_frequency",unit="MHz"} 102
chip_impl_metric{name="yosysCellCount",unit=""} 319
chip_impl_info{name="grt_busiest_layer",value="met2"} 1
chip_impl_metric{name="post_synth_inst_count",unit=""} 319
chip_impl_metric{name="synth_chip_area",unit="sq um"} 2480
chip_impl_info{name="timing.critical_path.from_type",value="primary input"} 1
chip_impl_info{name="endpoint",value="sum[32]"} 1
chip_impl_metric{name="synth-warning-count",unit=""} 2
chip_impl_metric{name="crit_path_max_incr_delay",unit="ps"} 540
chip_impl_metric{name="grtUsageMet3",unit=""} 0.0195
chip_impl_info{name="synthMostInstantiatedCell",value="sky130_fd_sc_hd__xnor2_1"} 1
chip_impl_info{name="top_cells_by_count",value="sky130_fd_sc_hd__xnor2_1, sky130_fd_sc_hd__buf_4, sky130_fd_sc_hd__ha_1, sky130_fd_sc_hd__inv_1, sky130_fd_sc_hd__nand2_1"} 1
chip_impl_metric{name="slew_headroom",unit=""} 0.726
chip_impl_metric{name="synth.top_cell.area_share",unit=""} 0.156
chip_impl_metric{name="ys_seq_frac",unit=""} 0
chip_impl_metric{name="cts_resized",unit=""} 0
chip_impl_metric{name="overall_die_area",unit="sq um"} 14400
chip_impl_metric{name="detailedPlacementHpwl",unit="um"} 5590
chip_impl_metric{name="cp_arrival",unit="ps"} 6940
chip_impl_info{name="critical_path.cell_chain",value="clkdlybuf4s50_1, ha_1, and2_1, o2111ai_1, a21o_1, nand2_4, xnor2_2, o31a_1, o21ai_2, mux4_2, nor3_1, o21a_1, o21ai_2, xnor2_1, clkdlybuf4s50_1"} 1
chip_impl_metric{name="core_util_floorplan",unit=""} 0.254
chip_impl_metric{name="worstPathRequired",unit="ps"} 11280
chip_impl_info{name="cpLargestDelayFamily",value="AND-OR/OR-AND gates"} 1
chip_impl_metric{name="crit_fanout",unit=""} 7
chip_impl_metric{name="placer_congestion_estimate",unit=""} 0.769
chip_impl_metric{name="n_antenna_cell",unit=""} 0
chip_impl_metric{name="internal-power",unit="uW"} 92.0
chip_impl_metric{name="cts_setup_buffers",unit=""} 0
chip_impl_info{name="run_status",value="finished clean"} 1
chip_impl_metric{name="p_per_area",unit="nW/um^2"} 44.5
chip_impl_metric{name="finalSetupTns",unit="ps"} 0
chip_impl_metric{name="postPlaceCellArea",unit="sq um"} 3360
chip_impl_metric{name="first_global_vias",unit=""} 2228
chip_impl_metric{name="dieHeight",unit="um"} 120
chip_impl_metric{name="design.core.area",unit="sq um"} 9770
chip_impl_metric{name="layout_min_cycle_time",unit="ps"} 9760
chip_impl_metric{name="layout_worst_path_cycle_share",unit=""} 0.692
chip_impl_metric{name="p_comb_frac",unit=""} 1.000
chip_impl_metric{name="pwr-share-clk",unit=""} 0
chip_impl_metric{name="p_leak",unit="uW"} 0.00138
chip_impl_metric{name="antenna_violations_before_repair",unit=""} 0
how the worst min path moves through the flow:
stage,endpoint,depth (start not counted),slack [ps]
global route,sum[1],3,6720
finish,sum[1],3,6670
CTS,sum[1],3,6680
power by group through the flow:
stage	logic [uW]	registers, uW	clock network (uW)
after global routing	168	0	0
after CTS	153	0	0
final	150	0	0
layout by cell type, fill, tap and decap left out, types with 4 or more instances in the layout:
| master | Yosys | layout |
|---|---|---|
| sky130_fd_sc_hd__clkdlybuf4s50_1 | 0 | 96 |
| sky130_fd_sc_hd__nor2b_1 | 5 | 5 |
| sky130_fd_sc_hd__xor2_1 | 16 | 16 |
| sky130_fd_sc_hd__inv_1 | 31 | 31 |
| sky130_fd_sc_hd__o2111ai_1 | 5 | 5 |
| sky130_fd_sc_hd__and3b_1 | 6 | 6 |
| sky130_fd_sc_hd__mux2i_1 | 8 | 8 |
| sky130_fd_sc_hd__o21ai_0 | 5 | 5 |
| sky130_fd_sc_hd__nor3_1 | 4 | 4 |
| sky130_fd_sc_hd__xnor2_1 | 33 | 33 |
| sky130_fd_sc_hd__ha_1 | 31 | 31 |
| sky130_fd_sc_hd__nand2_1 | 27 | 27 |
| sky130_fd_sc_hd__fa_1 | 8 | 8 |
| sky130_fd_sc_hd__o21ai_2 | 4 | 4 |
| sky130_fd_sc_hd__nor2_1 | 17 | 17 |
| sky130_fd_sc_hd__nand4_1 | 7 | 7 |
| sky130_fd_sc_hd__nand2b_1 | 5 | 5 |
| sky130_fd_sc_hd__nand3_1 | 7 | 7 |
| sky130_fd_sc_hd__nand3b_1 | 5 | 5 |
final cells by class:
type	instances	area (sq um)	area share
Multi-Input combinational cell	253	2110	0.630
Timing Repair Buffer	96	961	0.286
Tap cell	133	166	0.0496
Inverter	31	116	0.0346
through the flow:
| step | total power [uW] | std cells | util | hold WS (ps) | worst slack, ps |
|---|---|---|---|---|---|
| 3_5_place_dp | 152 | 513 | 0.344 | 6680 | 4320 |
| 5_1_grt | 168 | 513 | 0.344 | 6720 | 4010 |
| 6_report | 150 | 513 | 0.344 | 6670 | 4340 |
| 4_1_cts | 153 | 513 | 0.344 | 6680 | 4300 |
| 2_1_floorplan | 103 | 319 | - | 5810 | 5370 |
| 3_3_place_gp | 152 | 513 | 0.344 | 6670 | 4370 |
metal layers:
layer  vias to the layer above  part of all wire
li1                       1199                 -
met1                      1003              0.51
met2                        72              0.41
met3                         2             0.079
met4                         0            0.0043
met5                         -                 0
cell families after synthesis:
family | synth area share
mux | 0.0504
compound gates | 0.152
xor+xnor | 0.186
buf+inv | 0.149
simple gates | 0.242
fa+ha+maj | 0.221
Power and IR drop assume default switching activity.
